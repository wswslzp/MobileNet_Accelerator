## design.v

```verilog
module addr_gen#(
	parameter 
	AW = 32,
	KSIZE = 3,
	POX = 16,
	POY = 3,
	STRIDE = 2,
	IW = 224,
	IH = 224,
	BURST = 32
)(
	input 					clk,
	input 					rst_n,
	input 					data_load,
	input 					dw_comp,
	input [AW-1:0] 	init_addr,
	input 					init_addr_en,
	input 					result_valid,
	output 					weight_load,
	output 					blkend,
	output 					mapend,
	input 					rlast,
	output[AW-1:0] 	araddr,
	output 				 	arvalid,
	output[3:0]		 	arburst
);
localparam LM = ((STRIDE+1)*POY-STRIDE);
localparam BUFW = BURST;
localparam RAL = ((POX-1)*STRIDE+KSIZE)+1;
localparam BUFH = STRIDE+1;
localparam BLK_IN_ROW = IW / BUFW;
localparam BLK_ROW_IN_MAP = IH / LM;
localparam BUFW_EQ_BURST = (BUFW == BURST);
reg [7:0] N_cnt;
reg [7:0] lm_cnt;
reg [15:0] lm_cnt_c_len_cnt;
reg [7:0] blk_cnt; 
reg [7:0] blkr_cnt; 
reg [AW-1:0] addr_r;
reg [AW-1:0] blk_raddr_r;
reg [AW-1:0] blk_paddr_r;
reg [1:0] arvalid_state;
reg [2:0] arvalid_cnt;
reg arvalid_r;
reg N_cnt_c_1;
reg lm_cnt_c_1;
reg blk_cnt_c_1;
reg blkr_cnt_c_1;
wire N_cnt_c = 1;
wire lm_cnt_c = (lm_cnt == LM);
wire blk_cnt_c = (blk_cnt == BLK_IN_ROW);
wire blkr_cnt_c = (blkr_cnt == BLK_ROW_IN_MAP);
wire arvalid_cnt_c = (arvalid_cnt == 5);
wire [AW-1:0] addr_nxt = init_addr_en ? init_addr
												: ~rlast 			 ? addr_r
												: ~N_cnt_c 		 ? addr_r + BURST
												: ~lm_cnt_c 	 ? blk_raddr_r + IW
												: addr_r + 1; 
wire [AW-1:0] addr_blk_nxt = blk_paddr_r + RAL;
wire blkr_cnt_f = blkr_cnt_c & ~blkr_cnt_c_1;
wire blk_cnt_f = blk_cnt_c & ~blk_cnt_c_1;
wire lm_cnt_f = lm_cnt_c & ~lm_cnt_c_1;
wire N_cnt_ff = ~N_cnt_c & N_cnt_c_1;
assign arburst = $clog2(BURST);
assign araddr = addr_r;
assign arvalid = arvalid_r;
assign blkend = lm_cnt_f;
assign mapend = blkr_cnt_f;
assign weight_load = (lm_cnt == (LM-1)) & rlast;
always@(posedge clk) begin
	if (~rst_n) N_cnt <= 0;
	else if (rlast) N_cnt <= N_cnt_c ? 0 : N_cnt + 8'b1;
end
always@(posedge clk) N_cnt_c_1 <= N_cnt_c;
always@(posedge clk) begin
	if (~rst_n) lm_cnt <= 0;
	else if(result_valid) lm_cnt <= 0;
	else if (N_cnt_ff || (BUFW_EQ_BURST & rlast)) lm_cnt <= lm_cnt_c ? 0 : lm_cnt + 8'b1;
end
always@(posedge clk) lm_cnt_c_1 <= lm_cnt_c;
always@(posedge clk) begin
	if (~rst_n) blk_cnt <= 0;
	else if (lm_cnt_f) blk_cnt <= blk_cnt_c ? 0 : blk_cnt + 8'b1;
end
always@(posedge clk) blk_cnt_c_1 <= blk_cnt_c;
always@(posedge clk) begin
	if (~rst_n) blkr_cnt <= 0;
	else if (blk_cnt_f) blkr_cnt <= blkr_cnt_c ? 0 : blkr_cnt + 8'b1;
end
always@(posedge clk) blkr_cnt_c_1 <= blkr_cnt_c;
always@(posedge clk) begin
	if (~rst_n) blk_raddr_r <= 0;
	else if (init_addr_en) blk_raddr_r <= init_addr;
	else if (result_valid) blk_raddr_r <= addr_blk_nxt;
	else if (N_cnt_c & rlast) blk_raddr_r <= addr_nxt;
end
always@(posedge clk) begin
	if (~rst_n) blk_paddr_r <= 0;
	else if (init_addr_en) blk_paddr_r <= init_addr;
	else if (result_valid) blk_paddr_r <= addr_blk_nxt;
end
always@(posedge clk) begin
	if (~rst_n) addr_r <= 0;
	else if (blkend) addr_r <= addr_blk_nxt;
	else addr_r <= addr_nxt;
end
always@(posedge clk) begin
	if (~rst_n) arvalid_cnt <= 0;
	else if(rlast) arvalid_cnt <= 3'h1;
	else if(arvalid_cnt != 0) arvalid_cnt <= arvalid_cnt_c ? 3'h0 : arvalid_cnt + 3'h1;
end
always@(posedge clk) begin
	if (~rst_n) arvalid_state <= 2'h0;
	else if(rlast) arvalid_state <= 2'h1;
	else if(blkend) arvalid_state <= 2'h2;
	else if(mapend) arvalid_state <= 2'h3;
	else if(arvalid) arvalid_state <= 2'h0;
end
always@(posedge clk) begin
	if (~rst_n) arvalid_r <= 0;
	else if(arvalid_r) arvalid_r <= 0;
	else if(init_addr_en) arvalid_r <= 1;
	else if(result_valid) arvalid_r <= 1;
	else if (arvalid_cnt_c) begin
		case(arvalid_state) 
			2'h0: arvalid_r <= 0;
			2'h1: arvalid_r <= 1;
			2'h3: arvalid_r <= 0;
		endcase
	end
end
endmodule
```

## config.mk

```make
export PLATFORM = sky130hd
export DESIGN_NAME = addr_gen
export DESIGN_NICKNAME = addr_gen
export VERILOG_FILES = /design/flow/design.v
export SDC_FILE = /design/flow/constraint.sdc
export NUM_CORES = 4
export LEC_CHECK = 1
export CORE_UTILIZATION = 30
```

## run.sh

```bash
#!/bin/bash
# OpenROAD 26Q1-2900-gdf79404cd8, Yosys 0.63+post, stock flow scripts
make -C /OpenROAD-flow-scripts/flow DESIGN_CONFIG=/design/flow/config.mk WORK_HOME=/design/flow/orfs finish
```

## constraint.sdc

```tcl
current_design addr_gen

set clk_period 6.1
set clk_io_pct 0.2

create_clock -name clk0 -period $clk_period [get_ports {clk}]

set non_clock_inputs [all_inputs -no_clocks]
set_input_delay [expr $clk_period * $clk_io_pct] -clock clk0 $non_clock_inputs
set_output_delay [expr $clk_period * $clk_io_pct] -clock clk0 [all_outputs]
```

==> out/metrics.cfg <==
[critical_path]
endpoint = blkend
critPathRequiredTime_ns = 4.88
slowest_delay_ns = 0.56
arrival_ns = 2.56
cp_num_cells = 5
r2r_cells = 7
crit_fanout = 6
r2r-end = blk_raddr_r[16]$_SDFFE_PN0P_
cpMaxStageDelayCell = or3_1
crit_path_end_kind = primary output
crit_chain = ha_1 > nand4bb_1 > or3_1 > inv_2 > clkdlybuf4s50_1
r2r_start = addr_r[0]$_SDFF_PN0_
crit_buf_inv = 2
cp-start-kind = register
r2r_slack_ns = 2.78
crit_type = register to primary output
critical_path.top_delay_family = simple AND/OR/NAND/NOR gates
crit_start = lm_cnt[0]$_SDFFE_PP0P_

[route]
drt_iter0_drc = 955
antenna_left = 0
drc = 0
vias = 8715
wl_per_cell_um = 20.1
vias_per_cell = 5.75
wirelength_um = 30400
drtPass1Iterations = 7
n_antenna_cell = 0

[yosys]
avgSynthCellArea_um2 = 7.61
synth.top_cell.area_share_pct = 30.5
ys_async_sr_fraction_pct = 0
synthFlopType = dfxtp_1
synth_area_um2 = 8410
yosys.cell_types.count = 82
netlist_instances = 1105
yosysCellCount = 1105
yosys_area_um2 = 8410
synth-edff-count = 0
synthTopCellsByCount = dfxtp_1, nand2_1, a21oi_1, nor2_1, o21ai_0
synth_warnings = 1
yosysMostFrequentCell = dfxtp_1
synth-seq-cells = 128
topCellsByArea = dfxtp_1, xor2_1, a21oi_1, nand2_1, xnor2_1
postSynthSeqShare_pct = 30.5
yosys.area.top_type = dfxtp_1

[sta]
hold_violations = 0
rsz0062_at_grt = no
worst_pin_slew_ns = 0.856
setup-tns-final_ns = 0
max_slew_margin_pct = 42.5
period_minus_slack_ns = 3.78
max_freq_ghz = 0.265
period_used_pct = 61.9
finalMaxSlewViolations = 0
setup_viol = 0
fin_ws_ns = 2.32
fin_skew_ns = 0.00867

[cts]
clk_pin_slew_ns = 0.07
tritoncts = done
cts_buffer_depth = 2
clk_latency_ns = 0.43
cts_hold_buffers = 0
cts.sinks = 128
cts-root-buf = clkbuf_16
cts_setup_buffers = 0
postCtsResizedCells = 0
numCtsBuffers = 17
cts_max_level = 4

[power_and_ir_drop]
p_leak_nw = 3.43
vdd.ir_drop.worst_v = 0.000199
p_per_area_nw_per_um2 = 234
power.total_mw = 2.32

[placement]
gp_congestion = 0.997
portBuffers = 72
dp_hpwl_um = 21300
dp_slack_ns = 2.46

[final_layout]
drive_above_1_share_pct = 7.61
flop_area_um2 = 2560
area_growth_pct = 18.2
comb_area_um2 = 5390
nFillCells = 2737

[status]
outcome = finished, final reports clean

[floorplanning]
rows = 60
core_region_area_um2 = 27300
die_w_um = 169
pin_count = 79
die_h_um = 169
initial_utilization_pct = 30.9
chipArea_um2 = 28700

[flow_run]
cap_violations = 0
warnings = 29

[global_route]
grt_pass1_vias = 7911
grt_max_degree = 53
grt_pass1_wl_um = 46400
grt_use_total_pct = 21.3
globalRoute.totalOverflow = 0
grt_antenna_before_repair = 0

[worst_hold_path]
hp-class = register to register
hold_depth = 1

layer usage:
layer  vias to the layer above  part of all wire [%]  wire, µm  GRT usage, %
met4                         0                   3.4      1030          6.78
li1                       4147                     -         -             -
met2                       472                    43     13200          31.7
met3                        63                   9.2      2790          4.68
met5                         -                     0         0             0
met1                      4033                    44     13400          31.1
final cells by class:
cell class,count,share of cell area (%)
timing repair buffer,91,8.53
clock buffer,17,4.28
multi-input combinational,870,54.3
clock inverter,15,1.65
inverter,22,0.831
sequential,128,25.8
tap,372,4.68
kinds of logic after synthesis:
kind of cell | Yosys count | synth area share [%]
multiplexers | 9 | 1.10
adder cells (fa/ha/maj) | 8 | 1.19
other | 2 | 0.0893
AND-OR/OR-AND | 304 | 23.8
flip-flops | 128 | 30.5
buffers and inverters | 109 | 5.52
XOR/XNOR | 95 | 9.89
AND/OR/NAND/NOR | 450 | 28.0
metrics by stage:
step | std cells | hold WS, ns | instance area [µm²] | utilization (%)
6_report | 1515 | 0.448 | 9940 | 36.5
5_1_grt | 1515 | 0.492 | 9940 | 36.5
4_1_cts | 1515 | 0.450 | 9940 | 36.5
3_5_place_dp | 1483 | 0.443 | 9350 | 34.3
3_3_place_gp | 1483 | 0.439 | 9350 | 34.3
2_1_floorplan | 1107 | 0.386 | 8420 | -
state kept, by name, summed over array words and instances (netlist names):
signal and cells:
arvalid_cnt 3, addr_r 32, blk_cnt_c_1 1, arvalid_state 1, lm_cnt_c_1 1, arvalid_r 1
blk_raddr_r 32, blk_paddr_r 32, lm_cnt 8, blkr_cnt_c_1 1, blk_cnt 8, blkr_cnt 8
report_power, final:
part           switching [mW]  internal (mW)
sequential             0.0742          0.884
clock                   0.460          0.583
combinational           0.176          0.145
worst reg2reg max path, delay by kind of cell (launching register included):
family,cells,cell delay (ns)
AND-OR/OR-AND,4,1.33
adder cells (fa/ha/maj),1,0.36
flip-flops,1,0.59
AND/OR/NAND/NOR,2,0.98
placed cells by master (no fill, tap or decap), drive strengths merged, types with 37 or more instances in the layout:
cell type	n
xnor2	44
clkdlybuf4s50	69
xor2	51
dfxtp	128
nand4	37
a21oi	85
nand2	111
nand3	60
nor2	86
o21ai	67
how the worst min path moves through the flow:
stage                     from              endpoint  slack (ns)
6_report  arvalid_r$_SDFF_PP0_  arvalid_r$_SDFF_PP0_        0.45
5_1_grt   arvalid_r$_SDFF_PP0_  arvalid_r$_SDFF_PP0_        0.49
4_1_cts   arvalid_r$_SDFF_PP0_  arvalid_r$_SDFF_PP0_        0.45
