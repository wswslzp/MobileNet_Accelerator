### flow/config.mk
export PLATFORM = sky130hd
export DESIGN_NAME = weight_buffer
export DESIGN_NICKNAME = weight_buffer
export VERILOG_FILES = /design/flow/design.v
export SDC_FILE = /design/flow/constraint.sdc
export NUM_CORES = 4
export LEC_CHECK = 1
export CORE_UTILIZATION = 40
### flow/constraint.sdc
current_design weight_buffer

set clk_period 7.5
set clk_io_pct 0.2

create_clock -name clk0 -period $clk_period [get_ports {clk}]

set non_clock_inputs [all_inputs -no_clocks]
set_input_delay [expr $clk_period * $clk_io_pct] -clock clk0 $non_clock_inputs
set_output_delay [expr $clk_period * $clk_io_pct] -clock clk0 [all_outputs]
### flow/design.v
module cyc_fifo#(
	parameter DW = 32,
	parameter DEPTH = 9
)(
	input clk,
	input rst_n,
	input [DW-1:0] 	i_data,
	input 					i_valid,
	input 					weight_load,
	input 					o_ready,
	output[DW-1:0]	o_data,
	output 					full,
	output 					empty
);
reg [DW-1:0] mem[DEPTH];
reg [15:0] rptr_r;
reg [15:0] wptr_r;
reg [DW-1:0] o_data_r;
wire wptr_r_f = (wptr_r == DEPTH-1);
wire rptr_r_f = (rptr_r == DEPTH-1);
wire wptr_r_e = (wptr_r == 0);
wire rptr_r_e = (rptr_r == 0);
assign full = (wptr_r == rptr_r-1)
						&&(wptr_r_f & rptr_r_e);
assign empty = (rptr_r == wptr_r-1)
						 &&(rptr_r_f & wptr_r_e);
assign o_data = o_data_r;
always @(posedge clk) begin
	if (~rst_n) wptr_r <= 0;
	else if (wptr_r_f) wptr_r <= 0;
	else if (i_valid & ~full) wptr_r <= wptr_r + 1;
	else;
end
always @(posedge clk) begin
	if (i_valid & ~full) mem[wptr_r] <= i_data;
	else;
end
always @(posedge clk) begin
	if (~rst_n) rptr_r <= 0;
	else if (rptr_r_f) rptr_r <= 0;
	else if (weight_load) rptr_r <= DEPTH-3;
	else if (o_ready & ~empty) rptr_r <= rptr_r + 1;
	else;
end
always @(posedge clk) begin
	if (o_ready & ~empty) o_data_r <= mem[rptr_r];
	else ;
end
endmodule
module dwaddr_gen#(
	parameter AW = 32,
	parameter KSIZE = 3,
	parameter BURST = 16
)(
	input 					clk,
	input 					rst_n,
	input 					weight_load,
	input [AW-1:0] 	init_addr,
	input 					init_addr_en,
	output[AW-1:0]	araddr,
	output 					arvalid,
	output[3:0]			arburst,
	input 					arready
);
reg [AW-1:0] addr;
reg arvalid_r;
wire load_init_addr = weight_load & init_addr_en; 
wire load_next_addr = weight_load & ~init_addr_en;
wire [AW-1:0] addr_nxt = addr + KSIZE**2;
assign araddr =  addr ;
assign arvalid =  arvalid_r ;
assign arburst =  $clog2(BURST) ;
always@(posedge clk) begin
	if (~rst_n) begin
		addr <= 0;
		arvalid_r <= 1'b0;
	end
	else if(load_init_addr) begin
		addr <= init_addr;
		arvalid_r <= 1'b1;
	end
	else if(load_next_addr) begin
		addr <= addr_nxt;
		arvalid_r <= 1'b1;
	end
	else arvalid_r <= 0;
end
endmodule
module weight_buffer#(
	parameter DW = 32,
	parameter AW = 32,
	parameter KSIZE = 3,
	parameter BURST = 16
)(
	input 					clk,
	input 					rst_n,
	input 					dw_comp,
	input 					weight_load,
	input [AW-1:0] 	init_addr,
	input 					init_addr_en,
	output[AW-1:0]	araddr,
	output 					arvalid,
	output[3:0] 		arburst,
	input 					arready,
	input [DW-1:0] 	rdata,
	input 					rvalid,
	input 					rlast,
	input 					dw_ready,
	output[DW-1:0] 	dw_out
);
reg [7:0] ivld_cnt;
wire ivld_cnt_f = (ivld_cnt == KSIZE**2);
wire ivld_mask = (ivld_cnt < KSIZE**2);
wire i_valid = rvalid & ivld_mask;
always @(posedge clk) begin
	if (~rst_n) ivld_cnt <= 0;
	else if (rvalid) ivld_cnt <= ivld_cnt_f ? ivld_cnt : ivld_cnt + 1;
	else ivld_cnt <= 0;
end
cyc_fifo#(
	.DW(DW),
	.DEPTH(KSIZE**2)
)u_cyc_fifo(
	.clk,
	.rst_n,
	.i_data(rdata),
	.i_valid,
	.weight_load,
	.o_ready(dw_ready),
	.o_data(dw_out),
	.full(),
	.empty()
);
dwaddr_gen#(
	.AW(AW),
	.KSIZE(KSIZE),
	.BURST(BURST)
)u_dwaddr_gen(
	.clk,
	.rst_n,
	.weight_load,
	.init_addr,
	.init_addr_en,
	.araddr,
	.arvalid,
	.arburst,
	.arready
);
endmodule
### flow/run.sh
#!/bin/bash
# OpenROAD 26Q1-2900-gdf79404cd8, Yosys 0.63+post, stock flow scripts
make -C /OpenROAD-flow-scripts/flow DESIGN_CONFIG=/design/flow/config.mk WORK_HOME=/design/flow/orfs finish
==> GITHUB_STEP_SUMMARY <==
## Synthesis and layout report

| Metric | Value |
|---|---|
| Post-DP HPWL | `19100 um` |
| Port-buffer cells | `about 130` |
| Final weighted congestion in routability-driven placement | `0.885` |
| Antenna Nets Post-Route | `0` |
| RSZ-0062 raised after global routing | `no` |
| Min setup slack post-route | `3900 ps` |
| Fp_density | `0.408` |
| Total wire length | `34300 um` |
| Total of fill cells in the finished design | `3169` |
| Post-synth EDFFs | `roughly 320` |
| Mapped cell area | `0.0158 sq mm` |
| Die ar. | `~0.040 sq mm` |
| Share of post-route cells with drive strength above 1 | `0.137` |
| Area Growth Syn to Fin | `20.5%` |
| Net Sw Frac | `0.210` |
| # setup viols final | `0` |
| Setup slack at placement | `between 3000 and 4000 ps` |
| Ys async rst share | `0` |
| Net Sw Power | `1.00 mW` |
| Setup TNS | `0 ps` |
| Worst-Margin Slew | `872 ps` |
| Sink Count | `393` |
| # rows | `between 70 and 80` |
| Maximum clock path buffer count | `3` |
| CP peak stage delay | `about 730 ps` |
| Worst-path fanout max | `52` |
| Worst path slowest cell | `nor2_1` |
| Min-delay src | `ivld_cnt[7]` |
| Maximum VDD drop | `roughly 0.14 mV` |
| PostCTS Resize Cnt | `0` |
| Chip Area, Yosys | `0.0158 sq mm` |
| Final Critical Period | `3600 ps` |
| DIE WIDTH | `roughly 200 um` |
| Synth cell types | `roughly 60` |
| Die height | `approximately 200 um` |
| Clk pwr share | `0.416` |
| Core ar. | `0.0388 sq mm` |
| Worst r2r path cells | `8` |
| Log Warnings | `34` |
| Initial DRC count | `approximately 500` |
| CTS tree | `done` |
| Vias/cell | `5.38` |
| CP cell instances | `clkdlybuf4s50_1, buf_4, inv_1, nor2_1, nand2_1, a311oi_1` |
| Root Buffer | `clkbuf_16` |
| Largest net degree at the start of global routing | `53` |
| Via count | `a little over 9000` |
| H-tree Lvls | `2` |
| # Cells Yosys | `1025` |
| Pint | `around 3.8 mW` |
| First-pass iteration count of the detailed router | `5` |
| Clock transition at path regs | `~60 ps` |
| PwrDens | `250 mW/mm^2` |
| Dominant logic cell types in the final layout | `edfxtp_1, clkdlybuf4s50_1, nand2_1, dfxtp_1, nor2_1` |
| Crit path capture type | `flop` |
| Synth warn | `3` |
| Min-Delay Endpoint | `ivld_cnt[7]` |
| Post-CTS Setup Bufs | `0` |
| DRC Markers | `0` |
| Max_cap viols | `0` |
| Max frequency | `0.278 GHz` |
| First-pass GRT wire length | `between 50000 and 60000 um` |
| RR Endpoint | `u_cyc_fifo.rptr_r[12]` |
| Clock skew | `about 16 ps` |
| All-Layer GR Usage | `0.188` |
| Worst setup SP type | `input pin` |
| CTS Hold Bufs | `0` |
| Flop pwr share | `0.519` |
| Initial antenna violation count | `4` |
| Final hold vios | `0` |
| Post-synthesis register bit count | `roughly 400` |
| Clk latency late pin | `540 ps` |
| Worst R2R Setup Slack | `approximately 4600 ps` |
| Worst EP arrival | `4030 ps` |
| Crit Reg-Reg Startpoint | `u_cyc_fifo.rptr_r[1]` |
| Hold path cells | `2` |
| Syn_area_per_cell | `between 15 and 20 sq um` |
| Logic pwr share | `0.065` |
| DR WL/cell | `roughly 20 um` |
| LEAKAGE | `6.12 nW` |
| Io pins | `142` |
| Most frequent logic cell in the layout | `edfxtp_1` |
| CP Class | `in2reg` |
| Slew headroom | `0.418` |
| Hold crit path type | `reg2reg` |
| Vias in the first global route | `9503` |
| Final slew viol count | `0` |
| Gr ovfl total | `0` |
| Total power | `4.77 mW` |
| Critical Path RT | `7930 ps` |
| Status | `finished, final reports clean` |
| Synth Seq Share | `0.699` |
| Total CTS buffers | `41` |
| Synthesized instance count | `1025` |
| Top FF cell, synth | `edfxtp_1` |
| Cycle use final | `0.480` |
==> sequential cells by signal, indices dropped and copies added (netlist names) <==
register / count
u_dwaddr_gen.addr: 32
ivld_cnt: 8
u_cyc_fifo.rptr_r: 16
u_cyc_fifo.mem: 288
u_cyc_fifo.o_data_r: 32
u_dwaddr_gen.arvalid_r: 1
u_cyc_fifo.wptr_r: 16
==> cells in the mapped netlist (2+ instances only) <==
master | n | area (sq um)
a22o_1 | 4 | 35.0
clkbuf_2 | 2 | 10.0
xor2_1 | 16 | 140
and4_1 | 3 | 26.3
a22oi_1 | 6 | 45.0
buf_2 | 9 | 45.0
o31ai_1 | 2 | 15.0
or3_1 | 4 | 25.0
and3_1 | 18 | 113
a21oi_1 | 23 | 115
nor4_1 | 14 | 87.6
nor2b_1 | 2 | 12.5
nand4_1 | 20 | 125
buf_1 | 11 | 41.3
inv_1 | 16 | 60.1
ha_1 | 10 | 125
buf_4 | 6 | 45.0
a31o_2 | 3 | 26.3
a211oi_1 | 10 | 75.1
o211ai_1 | 3 | 22.5
xnor2_1 | 20 | 175
clkbuf_1 | 31 | 116
a221oi_1 | 2 | 17.5
nor4b_1 | 2 | 17.5
nand3_1 | 31 | 155
a32oi_1 | 2 | 17.5
dfxtp_1 | 73 | 1460
o22ai_1 | 4 | 25.0
nand2b_1 | 2 | 12.5
nor3b_1 | 3 | 22.5
nand2_1 | 71 | 267
edfxtp_1 | 320 | 9610
and2_1 | 4 | 25.0
mux4_2 | 64 | 1440
a32o_1 | 2 | 20.0
mux2i_1 | 37 | 370
or4_1 | 4 | 30.0
o21ai_0 | 58 | 290
conb_1 | 2 | 7.51
nor3_1 | 17 | 85.1
nor2_1 | 67 | 251
a31oi_1 | 9 | 56.3
==> critical path: cells and delay by family <==
kind	cells	cell delay, ps
buffers and inverters	3	1410
AOI/OAI and AO/OA	1	260
and+or+nand+nor	2	850
==> per-stage QoR <==
stage | instance area (sq um) | util | instances | hold slack (ps)
detailed placement | 17800 | 0.457 | 1640 | 503
global placement | 17800 | 0.457 | 1640 | 494
CTS | 19100 | 0.491 | 1715 | 515
finish | 19100 | 0.491 | 1717 | 507
floorplan | 15800 | - | 1027 | 462
global route | 19100 | 0.491 | 1715 | 542
==> layer usage <==
| layer | global-route usage | part of all wire |
|---|---|---|
| met4 | 0.0352 | 0.022 |
| met1 | 0.266 | 0.39 |
| met3 | 0.102 | 0.12 |
| met2 | 0.275 | 0.47 |
| met5 | 0 | 0.00087 |
==> cell families after synthesis <==
family / after synthesis / share of synthesized area
XOR/XNOR: 36 / 0.0199
AND/OR/NAND/NOR: 268 / 0.0834
adder cells (fa/ha/maj): 10 / 0.00790
flip-flops: 393 / 0.699
other: 2 / 0.000474
buffers and inverters: 75 / 0.0201
multiplexers: 101 / 0.114
AND-OR/OR-AND: 140 / 0.0550
==> power groups by stage <==
stage	Sequential [mW]	Combinational, mW	Clock (mW)
finish	2.48	0.311	1.99
CTS	2.48	0.317	2.03
global route	2.48	0.343	2.13
==> cell type report <==
type,instances,area (sq um),share of cell area
Antenna cell,2,5.00,0.000262
Clock buffer,52,1090,0.0570
Tap cell,518,648,0.0340
Inverter,16,60.1,0.00315
Timing Repair Buffer,154,1490,0.0779
Clock inverter,23,239,0.0125
Multi-Input combinational cell,559,4480,0.235
Sequential cell,393,11100,0.581
==> how the worst max path moves through the flow <==
stage | startpoint | endpoint | slack [ps] | cells past startpoint
4_1_cts | init_addr_en | u_dwaddr_gen.addr[28] | 3960 | 6
5_1_grt | init_addr_en | u_dwaddr_gen.addr[13] | 3680 | 7
6_report | init_addr_en | u_dwaddr_gen.addr[28] | 3900 | 6
No activity file was given, so power comes from the tool's default toggle rates.
