`/design/flow/run.sh`:
```
#!/bin/bash
# OpenROAD 26Q1-2900-gdf79404cd8, Yosys 0.63+post, stock flow scripts
make -C /OpenROAD-flow-scripts/flow DESIGN_CONFIG=/design/flow/config.mk WORK_HOME=/design/flow/orfs finish
```
`/design/flow/config.mk`:
```
export PLATFORM = sky130hd
export DESIGN_NAME = sender
export DESIGN_NICKNAME = sender
export VERILOG_FILES = /design/flow/design.v
export SDC_FILE = /design/flow/constraint.sdc
export NUM_CORES = 4
export LEC_CHECK = 1
export CORE_UTILIZATION = 30
```
`/design/flow/constraint.sdc`:
```
current_design sender

set clk_period 4.0
set clk_io_pct 0.2

create_clock -name clk0 -period $clk_period [get_ports {clk}]

set non_clock_inputs [all_inputs -no_clocks]
set_input_delay [expr $clk_period * $clk_io_pct] -clock clk0 $non_clock_inputs
set_output_delay [expr $clk_period * $clk_io_pct] -clock clk0 [all_outputs]
```
`/design/flow/design.v`:
```
module sender#(
	parameter DW = 32,
	parameter STRIDE = 1,
	parameter KSIZE = 3,
	parameter BURST = 32,
	parameter POX = 16,
	parameter POY = 3
)(
	input 					clk,
	input 					rst_n,
	input 					data_load,
	input 					rvalid,
	input [DW-1:0] 	rdata,
	output 					wvalid,
	output[DW-1:0] 	wdata,
	output[7:0]			wbank,
	output[7:0]			wrow,
	output[27:0]		wcol
);
localparam 
BUFH = 2*STRIDE,
RAL = ((POX-1)*STRIDE+KSIZE),
BUFW = BURST,
LM	 = ((STRIDE+1)*POY-STRIDE);
reg [1:0] wbank_r;
reg [27:0] wcol_r;
reg [7:0] row_bias_cnt_r;
reg [7:0] row_base_r;
reg wcol_c_1;
reg wbank_c_1;
reg row_bias_cnt_c_1;
assign wvalid = rvalid & data_load;
assign wdata = rdata;
assign wbank = wbank_r;
assign wrow = row_base_r + row_bias_cnt_r;
assign wcol = wcol_r;
wire wcol_c = (wcol_r == BUFW-1);
wire wcol_ff = ~wcol_c & wcol_c_1;
wire row_bias_cnt_c = (row_bias_cnt_r == STRIDE-1);
wire row_bias_cnt_ff = ~row_bias_cnt_c & row_bias_cnt_c_1;
wire wbank_c = (wbank_r == POY-1);
wire row_base_c = (row_base_r == BUFH-STRIDE);
wire wbank_ff = ~wbank_c & wbank_c_1;
always@(posedge clk) begin
	if (~rst_n) wcol_r <= 0;
	else if(~data_load) wcol_r <= 0;
	else if(rvalid) wcol_r <= wcol_c ? 0 : wcol_r + 1;
end
always@(posedge clk) wcol_c_1 <= wcol_c;
always@(posedge clk) wbank_c_1 <= wbank_c;
always@(posedge clk) row_bias_cnt_c_1 <= row_bias_cnt_c;
always@(posedge clk) begin
	if(~rst_n) wbank_r <= 0;
	else if(~data_load) wbank_r <= 0;
	else if(row_bias_cnt_ff) wbank_r <= wbank_c ? 0 : wbank_r + 1;
end
always@(posedge clk) begin
	if(~rst_n) row_bias_cnt_r <= 0;
	else if(~data_load) row_bias_cnt_r <= 0;
	else if(wcol_ff) row_bias_cnt_r <= row_bias_cnt_c ? 0 : row_bias_cnt_r + 1;
end
always@(posedge clk) begin
	if(~rst_n) row_base_r <= 0;
	else if(~data_load) row_base_r <= 0;
	else if(wbank_ff) row_base_r <= row_base_c ? 0 : row_base_r + STRIDE;
end
endmodule
```
==> run_results.csv <==
group,metric,value,unit
timing,skew,0.01174,ns
timing,worst_pin_slew,0.7562,ns
timing,post-route-min-period,3.415,ns
timing,setup-tns-final,0,ns
cells_and_area,syn_to_final_growth,13.32,%
yosys,ys_top_cells_by_area,"dfxtp_1 34%, buf_4 9.9%, xor2_1 7.6%",
worst_setup_path,path_delay_family,"adder cells",
yosys,yosys-top-cells-count,"49 x dfxtp_1, 42 x nor2_1, 38 x buf_4",
worst_hold_path,hold_class,"reg -> reg",
yosys,ys_ff,49,
detailed_routing,dr.pass1.iters,5,
grt,overflow,0,
grt,grt_pass1_vias,2025,
floorplan,dieArea,9980,um^2
detailed_routing,drc_errors,0,
cts,ctsHoldBuffers,0,
cts,cts.repair.resized,0,
yosys,syn-cell-area,2875,um^2
yosys,ys_sh_adder,0.05918,
yosys,ys_dominant_reg_cell,"dfxtp_1",
power_and_ir_drop,p_leak,1.202,nW
place,dpl-instance-area,3168,um^2
yosys,ys_sh_mux,0.006963,
place,gp_congestion,0.8056,
detailed_routing,drt_iter0_drc,48,
yosys,largest_area_cell,"dfxtp_1",
yosys,async_reset_ff_frac,0,
cells_and_area,n_fill_cell,971,
timing,rsz0062_at_grt,"false",
cts,clock.latency.late_pin,0.30,ns
yosys,synth_seq_share,0.3412,
yosys,yosys_cells,337,
worst_setup_path,worst-path-buf-inv,2,
grt,track_usage,0.1179,
timing,setup_viol,0,
worst_setup_path,cpPeakStageDelay,0.44,ns
detailed_routing,final_antenna_net_count,0,
run_status,status,"complete, no violations",
yosys,edf_count,0,
detailed_routing,finalWirelength,5767,um
grt,grt_max_degree,19,
detailed_routing,wl_per_cell,12.09,um
yosys,xor_share,0.1127,
timing,drv_slew,0,
yosys,ys_area,2875,um^2
worst_setup_path,path_class,"reg -> out",
worst_setup_path,cp-start-kind,"register",
floorplan,dieWidth,99.90,um
cts,ctsLongestPathBuffers,2,
worst_setup_path,critical_path.cell_chain,"ha_1, inv_1, fa_1, nor2b_1, o21ai_0, a21boi_0, mux2i_1, nand2_1, clkdlybuf4s50_1",
worst_setup_path,endpoint_kind,"output pin",
cts,h-tree-depth,2,
yosys,synth_cell_type_count,42,
worst_setup_path,crit_required,3.20,ns
worst_setup_path,worstPathMaxFanout,6,
timing,finalHoldViolations,0,
job,warnings,27,
detailed_routing,diodes,0,
floorplan,design.core.area,9284,um^2
cts,root_buffer,"clkbuf_8",
worst_setup_path,critPathSlowestCell,"dfxtp_1",
place,io_buffers,42,
detailed_routing,vias,2206,
timing,fmax,292.8,MHz
yosys,ys_sh_simple,0.2781,
power_and_ir_drop,vdd_ir_drop_max,157.1,uV
yosys,top_cell_area_share,0.3412,
floorplan,num_rows,35,
yosys,syn_avg_cell_area,8.532,um^2
cts,cts_sinks,49,
grt,grt_antenna_before_repair,0,
timing,min_period_over_period,0.8538,
yosys,synthMostInstantiatedCell,"dfxtp_1",
cts,path_clk_slew,0.10,ns
cells_and_area,drive_above_1_share,0.05747,
timing,slew_headroom,0.4904,
yosys,synthCells,337,
floorplan,pin_count,113,
job,max_cap_viol_count,0,
floorplan,fp.dieH,99.90,um
cells_and_area,flop_area,980.9,um^2
cts,post-cts-setup-buffers,0,
cells_and_area,final_design_area_no_fill,3258,um^2
worst_setup_path,cp.arrival,2.62,ns
grt,grt_pass1_wl,9611,um
cts,numCtsBuffers,5,
detailed_routing,via_per_inst,4.625,
floorplan,fp_util,0.3097,
cts,tritoncts,"done",
yosys,compound_area_frac,0.07267,
place,hpwl,4187,um
yosys,yosys_warnings,1,
yosys,topCombFamilyByArea,"simple AND/OR/NAND/NOR gates",
cells_and_area,combGateArea,1545,um^2
power_and_ir_drop,power_density,249.0,nW/um^2
## cells in the final DEF, fill, tap and decap left out, types with 4 or more instances in the layout
cell / instances
conb_1: 6
inv_1: 12
nor2b_1: 4
xor2_1: 25
dfxtp_1: 49
xnor2_1: 12
o21ai_0: 8
and3_1: 6
nand4_1: 16
nor4_1: 6
nor3_1: 6
a21oi_1: 9
and2_1: 7
or3_1: 4
nand2_1: 23
clkdlybuf4s50_1: 42
nor2_1: 42
nand3_1: 14
ha_1: 12
clkbuf_8: 5
## worst reg2reg max path, stage by stage, from the launching register on
cell and delay, ns:
dfxtp_1 0.40, ha_1 0.28, and4_2 0.25, nand4_1 0.12, nor2_1 0.16, a21o_1 0.37, buf_4 0.31, nor2_1 0.07
## layer usage
layer,GRT usage,part of all wire,up-vias
met3,0.01771,0.037,8
met1,0.1684,0.50,1013
met4,0.01810,0.015,0
li1,-,-,1139
met5,0,0,-
met2,0.1958,0.45,46
## worst paths after layout
check                              from                      end  slack, ns  cells past startpoint
max          row_base_r[0]$_SDFFE_PN0P_                  wrow[6]       0.58                      9
min             wbank_r[1]$_SDFFE_PN0P_  wbank_r[1]$_SDFFE_PN0P_       0.52                      2
max reg2reg      wcol_r[0]$_SDFFE_PN0P_  wcol_r[26]$_SDFFE_PN0P_       1.93                      7
min reg2reg     wbank_r[1]$_SDFFE_PN0P_  wbank_r[1]$_SDFFE_PN0P_       0.52                      2
## state kept, by name (all words and copies together), names as in the netlist
signal / flops
wcol_r: 28
row_base_r: 8
row_bias_cnt_r: 8
wbank_r: 2
row_bias_cnt_c_1: 1
wbank_c_1: 1
wcol_c_1: 1
## layout make-up
class	instances	area share
timing repair buffer	44	0.1336
clock buffer	5	0.02112
tap	129	0.04954
sequential	49	0.3011
inverter	12	0.01382
clock inverter	3	0.006528
multi-input combinational	235	0.4743
## report_power, final
part / switching, mW / internal [mW]
combinational: 0.0125 / 0.00809
clock: 0.177 / 0.125
sequential: 0.000806 / 0.488
total: 0.191 / 0.621
## logic make-up after synthesis
family	after synthesis
muxes	2
other	1
AOI/OAI and AO/OA	32
DFF	49
buffers and inverters	58
xor gates and xnor gates	37
and+or+nand+nor	145
adders and majority gates	13
## per-stage QoR
stage	instances	worst slack [ns]	total power, mW	utilization	hold WS (ns)
floorplan	342	1.506	0.5350	-	0.4488
global placement	469	0.9628	0.5211	0.3412	0.4870
detailed placement	469	0.9448	0.5210	0.3412	0.4947
CTS	477	0.5626	0.8249	0.3509	0.5128
global route	477	0.3455	0.8429	0.3509	0.5451
finish	477	0.5847	0.8114	0.3509	0.5195
Power is estimated from default activity; no workload was simulated.
